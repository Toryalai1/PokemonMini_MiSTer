File: flow/run.sh
#!/bin/bash
# OpenROAD 26Q1-2900-gdf79404cd8, Yosys 0.63+post, stock flow scripts
make -C /OpenROAD-flow-scripts/flow DESIGN_CONFIG=/design/flow/config.mk WORK_HOME=/design/flow/orfs finish
File: flow/config.mk
export PLATFORM = sky130hd
export DESIGN_NAME = lcd_controller
export DESIGN_NICKNAME = lcd_controller
export VERILOG_FILES = /design/flow/design.v
export SDC_FILE = /design/flow/constraint.sdc
export NUM_CORES = 4
export LEC_CHECK = 1
export CORE_UTILIZATION = 50
export SYNTH_MEMORY_MAX_BITS = 65536
File: flow/constraint.sdc
current_design lcd_controller

set clk_period 193.7
set clk_io_pct 0.2

create_clock -name clk0 -period $clk_period [get_ports {clk}]

set non_clock_inputs [all_inputs -no_clocks]
set_input_delay [expr $clk_period * $clk_io_pct] -clock clk0 $non_clock_inputs
set_output_delay [expr $clk_period * $clk_io_pct] -clock clk0 [all_outputs]
File: flow/design.v
module lcd_controller
(
    input clk,
    input clk_ce,
    input reset,
    input bus_write,
    input bus_read,
    input [23:0] address_in,
    input [7:0] data_in,
    output logic [7:0] data_out,
    output [5:0] lcd_contrast,
    input [7:0] read_x,
    input [3:0] read_y,
    output [7:0] read_column
);
assign lcd_contrast = max_contrast_enabled ? 6'h3F: contrast;
reg [5:0] contrast;
reg contrast_set;
reg display_enabled;
reg segment_driver_direction;
reg read_modify_mode;
reg max_contrast_enabled;
reg all_pixels_on_enabled;
reg invert_pixels_enabled;
reg row_order;
reg [5:0] start_line;
reg [7:0] column;
reg [3:0] page;
reg read_latch;
reg write_latch;
(* ramstyle = "no_rw_check" *) reg [7:0] lcd_data[9*132];
wire [10:0] pixel_address = page * 11'd132 + (
    (segment_driver_direction)?
        131 - {3'd0, column}:
        {3'd0, column});
reg [7:0] lcd_read;
assign read_column = display_enabled ?
    (all_pixels_on_enabled ?
        8'hFF:
        (invert_pixels_enabled ? ~column_latch: column_latch)
    ):
    8'h0;
reg [7:0] column_latch;
always_ff @ (posedge clk)
begin
    column_latch <= lcd_data[{7'b0, read_y} * 132 + {3'b0, read_x}];
    lcd_read     <= lcd_data[pixel_address];
end
always_ff @ (posedge clk)
begin
    if(clk_ce)
    begin
        if(reset)
        begin
            contrast_set             <= 0;
            start_line               <= 0;
            display_enabled          <= 0;
            segment_driver_direction <= 0;
            read_modify_mode         <= 0;
            column                   <= 8'd0;
            page                     <= 4'd0;
            read_latch               <= 0;
            write_latch              <= 0;
            contrast                 <= 0;
        end
        else
        begin
            read_latch  <= bus_read;
            write_latch <= bus_write;
            if(bus_write && !write_latch)
            begin
                case(address_in)
                    24'h20FE:
                    begin
                        if(contrast_set)
                        begin
                            contrast_set <= 0;
                            contrast <= data_in[5:0];
                        end
                        else
                        begin
                            casez(data_in)
                                8'b0000_????:
                                begin
                                    if(!read_modify_mode)
                                        column <= {column[7:4], data_in[3:0]};
                                end
                                8'b0001_????:
                                begin
                                    if(!read_modify_mode)
                                        column <= {data_in[3:0], column[3:0]};
                                end
                                8'b01??_????:
                                    start_line <= data_in[5:0];
                                8'b1000_0001:
                                    contrast_set <= 1;
                                8'b1010_000?:
                                    segment_driver_direction <= data_in[0];
                                8'b1010_001?:
                                    max_contrast_enabled <= data_in[0];
                                8'b1010_010?:
                                    all_pixels_on_enabled <= data_in[0];
                                8'b1010_011?:
                                    invert_pixels_enabled <= data_in[0];
                                8'b1010_111?:
                                    display_enabled <= data_in[0];
                                8'b1011_????:
                                    page <= data_in[3:0];
                                8'b1100_????:
                                    row_order <= data_in[3];
                                8'b1110_0000:
                                    read_modify_mode <= 1;
                                8'b1110_0010:
                                begin
                                    contrast_set                 <= 0;
                                    contrast                     <= 6'h20;
                                    column                       <= 0;
                                    start_line                   <= 0;
                                    segment_driver_direction     <= 0;
                                    max_contrast_enabled         <= 0;
                                    all_pixels_on_enabled        <= 0;
                                    invert_pixels_enabled        <= 0;
                                    display_enabled              <= 0;
                                    page                         <= 0;
                                    row_order                    <= 0;
                                    read_modify_mode             <= 0;
                                end
                                8'b1110_1110:
                                    read_modify_mode <= 0;
                                default:
                                begin
                                end
                            endcase
                        end
                    end
                    24'h20FF:
                    begin
                        if(contrast_set)
                        begin
                            contrast_set <= 0;
                            contrast <= data_in[5:0];
                        end
                        else
                        begin
                            lcd_data[pixel_address] <= data_in;
                            column <= (column < 8'd131)? column + 8'd1: 8'd131;
                        end
                    end
                endcase
            end
            else if(bus_read && !read_latch)
            begin
                case(address_in)
                    24'h20FE:
                    begin
                        if(contrast_set)
                        begin
                            contrast_set <= 0;
                            contrast <= 6'h3F;
                        end
                    end
                    24'h20FF:
                    begin
                        if(!read_modify_mode)
                        begin
                            column <= (column < 8'd131)? column + 8'd1: 8'd131;
                        end
                    end
                endcase
            end
        end
    end
end
always_comb
begin
    if(contrast_set)
        data_out = 8'd0;
    else
    begin
        case(address_in)
            24'h20FE:
                data_out = 8'h40 | (display_enabled ? 8'h20: 8'h00);
            24'h20FF:
            begin
                data_out = lcd_read;
                if(page >= 8)
                     data_out = {7'd0, data_out[0]};
            end
            default:
                data_out = 8'd0;
        endcase
    end
end
endmodule
==> summary.txt <==
run metrics: status=finished, final reports clean, core area=887000 sq um, YS chip area=445000 sq um, VDD IR max=0.0118 mV, Mapped Cells=23800, endpoint class of the critical path=primary output, WHS=0.798 ns, logic area=150000 sq um, RSZ-0062 raised after global routing=no, post-CTS sizing=0, post-detailed-placement half-perimeter wirelength=1190 mm, clock tree buffer depth=5, clk slew on worst S/H paths=0.06 ns, Post-DRT Antenna Nets=0, post-synthesis async set-or-reset flop share=0, CTS tree=done, cell area after synthesis=445000 sq um, Worst Path Max Fanout=7, Setup Fix Bufs, Post-CTS=0, synth top area cells=edfxtp_1 (64%), mux4_2 (22%), mux2i_1 (3.6%), DR vias=274000, Vias per Instance=7.18, Reg2Reg Depth=16, Sum Neg Setup Slack=0 ns, Hold Fails Final Rpt=0, Avg Inst Size Synth=18.7 sq um, worst hold endpoint=contrast[3]$_SDFFCE_PP0P_, worst slack at placement=112.95 ns, cts bufs inserted=1107, critical path class=primary input to primary output, Max Slew Vio Count=0, per-cell routed wire length=46.1 microns, hold crit path type=flop to flop, first-pass GRT wire length=2390 mm, hold buffers post-CTS=0, dominant synthesized flop cell=edfxtp_1, Yosys top cell by instances=edfxtp_1, Routed WL=1760 mm, # Cells Yosys=23800, gr ovfl total=0, ratio of cells with drive above 1 in the final layout=0.315, CTS H-tree depth=7, post-synth top area cell=edfxtp_1, period utilisation layout=0.416, pre-placement core utilization=0.501, Static Leakage=160 nW, YS warnings=1, beginning of the worst hold path=write_latch$_SDFFCE_PP0P_, synthesis-to-layout area growth=13.1%, die height=945 microns, antenna violations before repair=195, Worst Setup Start Kind=primary input, largest net degree at the start of global routing=128, endpoints failing setup=0, clk sink count=9547, Post-synth EDFFs=9531, Slew HR=0.0829, register share after synthesis=0.644, setup slack, reg-to-reg=182.60 ns, clock skew=0.101 ns, post-synth cell types=92, Fmax=0.0124 GHz, Latency at later pin=1.29 ns, DRT iter0 DRCs=23900, minimum clock period=80.63 ns, Post-synth top cells=edfxtp_1 (9531), mux4_2 (4308), mux2i_1 (1599), actual slew at the worst max-slew pin=1.34 ns, Yosys reg bits=9547, dpl cell area=469000 sq um, arrival time worst endpoint=41.89 ns, routability congestion estimate=1.05, Pwr per Cell Area=10.0 nW/um^2, DRC=0, Rows=346, number of logged tool warnings=59, GR Util All Layers=0.444, Design Area, Final=503000 sq um, root buf cell=clkbuf_16, number of port buffers=70, Core Util, Final=0.567, Max-Cap Viols=0, fill count=65300, FF-to-FF End=lcd_read[4]$_DFF_P_, Worst Setup Slack, final=113.07 ns, First-pass DRT Iterations=8, Die W=945 microns, Die ar.=894000 sq um, hold path depth=2, Crit path required time=154.96 ns, Sequential Area=287000 sq um, post-synth top area share=0.643, RR Startpoint=segment_driver_direction$_SDFFCE_PP0P_, io pins=71, number of global-route vias before repair=295000
critical path, cell delays in order:
cell,delay (ns)
clkdlybuf4s50_1,0.40
or4_1,0.55
nor3_1,0.28
nand3_1,0.30
or2_2,0.40
nor3_2,0.12
buf_4,0.34
a22o_1,0.23
clkdlybuf4s50_1,0.48
worst max-delay path by stage:
stage                          start     endpoint  slack [ns]  cells after the start
final                 address_in[19]  data_out[5]      113.07                      9
after global routing  address_in[19]  data_out[1]      112.85                      9
after CTS             address_in[19]  data_out[5]      112.92                      9
stage by stage:
step                      total power [mW]  std cells
after floorplan                       2.68      23800
after global placement                3.08      35800
after detailed placement              3.08      35800
after CTS                             5.02      37700
after global routing                  5.14      37900
final                                 5.05      38100
kinds of logic (layout without fill, tap and decap cells):
kind of cell,count (synthesis),after routing,share of synthesized area
AND-OR/OR-AND,3126,3126,0.0483
XOR/XNOR,44,44,0.000942
adder cells (fa/ha/maj),17,17,0.000512
buffers and inverters,2059,4149,0.0225
flip-flops,9547,9547,0.644
multiplexers,5913,5913,0.254
other,0,432,0
AND/OR/NAND/NOR,3057,3057,0.0298
registers in the layout, summed over array words and instances, names as in the netlist, 4 cells and up:
| register | cells |
|---|---|
| column | 8 |
| column_latch | 8 |
| contrast | 6 |
| page | 4 |
| lcd_data | 9504 |
| lcd_read | 8 |
power by group:
group          switching [mW]  leakage, nW  internal (mW)
registers             0.00874         85.8           2.27
clock network           0.825         16.2           1.14
logic                   0.570         58.1          0.237
cells in the final DEF, fill, tap and decap left out, drive strengths merged, types with 15 or more instances in the layout:
master and count:
a2111oi 43, a211oi 32, a21oi 484, a221oi 75
a222oi 20, a22o 66, a22oi 860, a31oi 183
a32oi 39, a41oi 20, and2 19, buf 2226
bufinv 58, clkbuf 1359, clkdlybuf4s50 60, clkinv 391
clkinvlp 17, dfxtp 16, diode 432, edfxtp 9531
ha 15, inv 38, mux2i 1599, mux4 4308
nand2 896, nand3 200, nand4 179, nor2 1322
nor2b 20, nor3 104, nor4 230, o211ai 36
o21ai 112, o221ai 201, o22ai 836, or4 16
xnor2 23, xor2 21
layout make-up:
class	count	area share
inverter	17	0.000157
clock inverter	487	0.00754
multi-input combinational	12200	0.298
clock buffer	1359	0.0579
tap	11800	0.0294
sequential	9547	0.569
antenna	432	0.00215
timing repair buffer	2286	0.0358
layer usage:
metal  share of wire  vias up  track usage
met5          0.0079        -        0.165
met4           0.068      303        0.234
met3            0.23     4665        0.425
met2            0.42    24400        0.549
met1            0.28   139000        0.496
li1                -   106000            -
Power and IR drop assume default switching activity.
